### flow/design.v
module imm_mux(
    input [63:0] rs2,
    input [63:0] imm,
    output [63:0] res,
    input alu_src
);
    assign res = alu_src ? imm : rs2;
endmodule
### flow/run.sh
#!/bin/bash
# OpenROAD 26Q1-2900-gdf79404cd8, Yosys 0.63+post, stock flow scripts
make -C /OpenROAD-flow-scripts/flow DESIGN_CONFIG=/design/flow/config.mk WORK_HOME=/design/flow/orfs finish
### flow/config.mk
export PLATFORM = sky130hd
export DESIGN_NAME = imm_mux
export DESIGN_NICKNAME = imm_mux
export VERILOG_FILES = /design/flow/design.v
export SDC_FILE = /design/flow/constraint.sdc
export NUM_CORES = 4
export LEC_CHECK = 1
export CORE_AREA = 10 10 83 83
export DIE_AREA = 0 0 93 93
### flow/constraint.sdc
current_design imm_mux

set clk_period 1.0
set clk_io_pct 0.2

create_clock -name clk0 -period $clk_period

set non_clock_inputs [all_inputs -no_clocks]
set_input_delay [expr $clk_period * $clk_io_pct] -clock clk0 $non_clock_inputs
set_output_delay [expr $clk_period * $clk_io_pct] -clock clk0 [all_outputs]
==> impl_metrics.tcl <==
# place-and-route summary
set metrics [dict create \
    ys_sh_aoi_pct 0 \
    pwr-share-comb_pct 100.0 \
    crit_start "alu_src" \
    hold_viol 0 \
    p_sw_share_pct 22.3 \
    cp-start-kind "input pin" \
    p_clk_share_pct 0 \
    mux_area_share_pct 87.8 \
    crit_type "in2out" \
    die_w_um 93 \
    finalCriticalPeriod_ps 1220 \
    grt_remaining_overflow 0 \
    leakage_nw 1.62 \
    whs_path_depth 3 \
    cap_violations 0 \
    place_congestion 0.793 \
    io_buffers 193 \
    simple_gate_area_share_pct 0 \
    yosys.cell_types.count 4 \
    wl_per_cell_um 20.0 \
    clock_buffers 0 \
    tightest_slew_ps 117 \
    synthAdderAreaFrac_pct 0 \
    ys_area_um2 1080 \
    io_pins 193 \
    vias_per_cell 3.98 \
    placed_cells 331 \
    hold_end "res[53]" \
    grt_pass1_wl_um 9960 \
    critPathMaxFanout 8 \
    place_hpwl_um 6150 \
    final_antenna_net_count 0 \
    placed_cell_area_um2 3020 \
    ys_cells 71 \
    holdBufCountCts 0 \
    first_pass_iters 4 \
    rows 26 \
    setup_violations 64 \
    yosysWarnings 0 \
    design_area_um2 3190 \
    core_um2 5140 \
    drt_wl_total_um 7040 \
    xor_area_share_pct 0 \
    synthCells 71 \
    drc_errors 0 \
    area_growth_pct 196 \
    fp_util_pct 21.0 \
    hp-class "in2out" \
    regArea_um2 0 \
    power.share.sequential_pct 0 \
    drive_gt1_share_pct 54.4 \
    die_h_um 93 \
    ys_seq_share_pct 0 \
    post-route-period-util_pct 122 \
    status "finished, violations left" \
    failed_checks "setup timing" \
    dieArea_um2 8650 \
    syn_area_um2 1080 \
    slew_headroom_pct 92.2 \
    drt_iter0_drc 12 \
    report.final.slew_viol_count 0 \
    vdd_ir_drop_max_uv 234 \
    grt_pass1_vias 1603 \
    top_logic_kind "multiplexers" \
    grt_usage_pct 15.0 \
    finalWorstSetupSlack_ps -220 \
    cp_data_required_time_ps 800 \
    tool_warnings 35 \
    grt_max_degree 9 \
    power_density_nw_per_um2 420 \
    flop-count 0 \
    fin_cells 352 \
    dr_total_vias 1400 \
    n_fill_cell 476 \
    grt_setup_unrepaired "yes" \
    antenna_found_initial 1 \
    synth_area_per_cell_um2 15.2 \
    crit_arrival_ps 1020 \
    hold_start "rs2[53]" \
    p_int_mw 1.04 \
    p_switching_mw 0.299 \
    power_mw 1.34 \
    fmax_mhz 820 \
    end_kind "output pin" \
]
-- cells in the mapped netlist --
master | instances | area share [%]
buf_12 | 6 | 11
buf_6 | 1 | 1.0
mux2_2 | 4 | 4.2
mux2_4 | 60 | 84
-- through the flow --
stage / hold WS [ps] / TNS (ps) / utilization [%] / setup slack (ps)
final: 794 / -10840 / 62.0 / -220
after global routing: 810 / -12320 / 62.0 / -245
after CTS: 799 / -11110 / 61.0 / -224
after detailed placement: 1280 / -32770 / 58.7 / -548
after global placement: 1270 / -32770 / 58.7 / -550
after floorplan: 498 / 0 / - / 2.55
-- placed cells by master (no fill, tap or decap) --
cell type / n
buf_12: 5
buf_16: 5
buf_2: 33
buf_4: 2
buf_6: 41
buf_8: 3
clkdlybuf4s50_1: 74
diode_2: 1
dlygate4sd2_1: 54
mux2_4: 64
-- layer usage --
layer	GRT usage, %	routed length [um]	vias up
met5	0	0	-
met3	5.74	650	0
met1	14.9	2370	626
met4	0.643	0	0
li1	-	-	701
met2	29.7	4010	73
-- worst max path at each step --
stage	to	slack [ps]	depth (start not counted)
4_1_cts	res[29]	-220	5
5_1_grt	res[27]	-250	5
6_report	res[59]	-220	5
-- final cells by class --
class | instances | area, um2 | share of cell area (%)
multi-input combinational | 64 | 961 | 30.1
timing repair buffer | 217 | 2140 | 67.0
antenna | 1 | 2.50 | 0.0785
tap | 70 | 87.6 | 2.75
-- power groups by stage --
stage	registers, mW	clock network (mW)	logic [mW]
4_1_cts	0	0	1.33
5_1_grt	0	0.000000134	1.42
6_report	0	0.000000134	1.34
-- logic make-up after synthesis --
kind of cell | count (synthesis)
buffers and inverters | 7
muxes | 64
-- critical path, cell delays in order --
cell and delay (ps):
buf_16 140, buf_12 150, buf_8 120, mux2_4 290, buf_6 110
-- repair_timing --
| item | in CTS | in global routing |
|---|---|---|
| pin swaps | 0 | 0 |
| setup buffers | 15 | 1 |
| resized | 314 | 7 |
| endpoints found under the setup margin | 64 | 64 |
| cloned | 4 | 0 |
Power figures rest on the tool's default switching activity, not on a simulated workload.
